$ cat design/flow/config.mk
export PLATFORM = sky130hd
export DESIGN_NAME = iqueue
export DESIGN_NICKNAME = iqueue
export VERILOG_FILES = /design/flow/design.v
export SDC_FILE = /design/flow/constraint.sdc
export NUM_CORES = 4
export LEC_CHECK = 1
export CORE_UTILIZATION = 40
$ cat design/flow/constraint.sdc
current_design iqueue

set clk_period 10.2
set clk_io_pct 0.2

create_clock -name clk0 -period $clk_period [get_ports {clk_i}]

set non_clock_inputs [all_inputs -no_clocks]
set_input_delay [expr $clk_period * $clk_io_pct] -clock clk0 $non_clock_inputs
set_output_delay [expr $clk_period * $clk_io_pct] -clock clk0 [all_outputs]
$ cat design/flow/design.v
package lagarto0_pkg;
	localparam	XLEN					=	64;
	localparam	ISA_SIZE				=	32;
	localparam	ADDR_SIZE			=	64;
	localparam	VADD_SIZE			=	40;
	localparam	ICACHE_LINE_SIZE	=	64;
	localparam	IBLOCK_BYTE			=	ICACHE_LINE_SIZE/8;
	localparam	ILINE_BYTE_OFFSET	=	$clog2(IBLOCK_BYTE);
	localparam	ICACHE_SIZE			=	1024*2;
	localparam	ICACHE_MEM_DEPTH	=	ICACHE_SIZE/IBLOCK_BYTE;
	localparam	ICACHE_IDX_SIZE	=	$clog2(ICACHE_MEM_DEPTH);
	localparam	ICACHE_VPN_SIZE	=	VADD_SIZE-ICACHE_IDX_SIZE-ILINE_BYTE_OFFSET;
	localparam	FETCH_WIDTH			=	ICACHE_LINE_SIZE/ISA_SIZE;
	localparam	ISSUE_WIDTH			=	1;
	localparam	RESET_ADDRESS		=	64'h0000_0000_0000_0000;
	localparam	IQUEUE_DEPTH		=	4;
	localparam	IQUEUE_ADDR_SIZE	=	$clog2(IQUEUE_DEPTH);		
endpackage 
import	lagarto0_pkg::*;
module iqueue  
(
	input												clk_i,
	input												rst_ni,
	input												wr_i,
	input				[ICACHE_LINE_SIZE-1:0]	data_i,
	input												rd_i,
	output reg		[ICACHE_LINE_SIZE-1:0]	data_o,
	output wire										full_o,
	output wire										empty_o
);
	reg				[IQUEUE_ADDR_SIZE-1:0]	addr_rd;
	reg				[IQUEUE_ADDR_SIZE-1:0]	addr_wr;
	reg				[ICACHE_LINE_SIZE-1:0]	mem	[0:IQUEUE_DEPTH-1];
	reg				[0:IQUEUE_DEPTH-1]		valid;
	always @(posedge clk_i)
	begin
		if (!rst_ni)
		begin
			valid		<=	{IQUEUE_DEPTH{1'b0}};
			addr_rd	<=	{IQUEUE_ADDR_SIZE{1'b0}};
			addr_wr	<=	{IQUEUE_ADDR_SIZE{1'b0}};
		end
		else if (wr_i && !full_o)
		begin
			mem[addr_wr]	<=	data_i;
			valid[addr_wr]	<=	1'b1;
			addr_wr			<=	addr_wr + 1'b1;
		end
		else if (rd_i && !empty_o)
		begin
			data_o			<=	mem[addr_rd];
			valid[addr_rd]	<=	1'b0;
			addr_rd 			<=	addr_rd + 1'b1;
		end
	end
	assign	empty_o = ~(|(valid));
	assign	full_o	= &(valid);
endmodule 
module fifocircular_tb();
	reg 					clk_i;
	reg 					rst_ni;
	reg 					wr_i;
	reg 					rd_i;
	reg		[7:0]		data_i;
	wire		[7:0]		data_o;
	wire		 			empty_o;       
	wire		 			full_o;
	initial
	begin
		clk_i	= 1'b1;
		rst_ni	= 1'b0;
		wr_i		= 1'b0;
		rd_i		= 1'b0;
		data_i	= 1'b0;
		#200
			rst_ni = 1'b1;
	end
	fifo_circular	DUT (
		.clk_i		(clk_i	),
		.rst_ni		(rst_ni	),
		.wr_i		(wr_i	),	
		.rd_i		(rd_i	),	
		.data_i		(data_i	),
		.data_o		(data_o	),
		.empty_o	(empty_o),	
		.full_o		(full_o	)
	);
	always
	begin
		#50
			clk_i = ~clk_i;
	end
	always
	begin
		#300
			wr_i		=	1'b1;
			data_i	= 	8'hF;
		#100
			wr_i		=	1'b0;
		#100
			wr_i		=	1'b1;
			data_i	= 	8'hE;
		#100
			wr_i		=	1'b0;
		#100
			wr_i		=	1'b1;
			data_i	= 	8'hD;
		#100
			wr_i		=	1'b0;
		#100
			wr_i		=	1'b1;
			data_i	= 	8'hC;
		#100
			wr_i		=	1'b0;
		#100
			wr_i		=	1'b1;
			data_i	= 	8'hB;
		#100
			wr_i		=	1'b0;
		#100
			wr_i		=	1'b1;
			data_i	= 	8'hA;
		#100
			wr_i		=	1'b0;
		#100
			wr_i		=	1'b1;
			data_i	= 	8'h9;
		#100
			wr_i		=	1'b0;
		#100
			wr_i		=	1'b1;
			data_i	= 	8'h8;
		#100
			wr_i		=	1'b0;
		#100
			wr_i		=	1'b1;
			data_i	= 	8'h7;
		#100
			wr_i		=	1'b0;
		#100
			wr_i		=	1'b1;
			data_i	= 	8'h6;
		#100
			wr_i		=	1'b0;
		#100
			wr_i		=	1'b1;
			data_i	= 	8'h5;
		#100
			wr_i		=	1'b0;
		#100
			wr_i		=	1'b1;
			data_i	= 	8'h4;
		#100
			wr_i		=	1'b0;
		#100
			wr_i		=	1'b1;
			data_i	= 	8'h3;
		#100
			wr_i		=	1'b0;
		#100
			wr_i		=	1'b1;
			data_i	= 	8'h2;
		#100
			wr_i		=	1'b0;
		#100
			wr_i		=	1'b1;
			data_i	= 	8'h1;
		#100
			wr_i		=	1'b0;
		#100
			wr_i		=	1'b1;
			data_i	= 	8'h0;
		#100
			wr_i		=	1'b0;
		#100
			wr_i		=	1'b1;
			data_i	= 	8'hFF;
		#100
			wr_i		=	1'b0;
		#300
			rd_i		=	1'b0;
		#100
			rd_i		=	1'b1;
		#100
			rd_i		=	1'b0;
		#100
			rd_i		=	1'b1;
		#100
			rd_i		=	1'b0;
		#100
			rd_i		=	1'b1;
		#100
			rd_i		=	1'b0;
		#100
			rd_i		=	1'b1;
		#100
			rd_i		=	1'b0;
		#100
			rd_i		=	1'b1;
		#100
			rd_i		=	1'b0;
		#100
			rd_i		=	1'b1;
		#100
			rd_i		=	1'b0;
		#100
			rd_i		=	1'b1;
		#100
			rd_i		=	1'b0;
		#100
			rd_i		=	1'b1;
		#100
			rd_i		=	1'b0;
		#100
			rd_i		=	1'b1;
		#100
			rd_i		=	1'b0;
		#100
			rd_i		=	1'b1;
		#100
			rd_i		=	1'b0;
		#100
			rd_i		=	1'b1;
		#100
			rd_i		=	1'b0;
		#100
			rd_i		=	1'b1;
		#100
			rd_i		=	1'b0;
		#100
			rd_i		=	1'b1;
		#100
			rd_i		=	1'b0;
		#100
			rd_i		=	1'b1;
		#100
			rd_i		=	1'b0;
		#100
			rd_i		=	1'b1;
		#100
			rd_i		=	1'b0;
		#100
			rd_i		=	1'b1;
		#100
			rd_i		=	1'b0;
		#100
			rd_i		=	1'b1;
		#100
			rd_i		=	1'b0;
	end
endmodule 
$ cat design/flow/run.sh
#!/bin/bash
# OpenROAD 26Q1-2900-gdf79404cd8, Yosys 0.63+post, stock flow scripts
make -C /OpenROAD-flow-scripts/flow DESIGN_CONFIG=/design/flow/config.mk WORK_HOME=/design/flow/orfs finish
==> reports/metrics.yaml <==
status: "completed"
netlist_top_cells_area: "edfxtp_1 (82%), mux4_2 (12%), dfxtp_1 (1.4%), ha_1 (0.86%), buf_4 (0.32%)"
fin_util_pct: 50.8
fmax_mhz: 253
warnings: 31
gp_congestion: 0.782
cts_buffer_depth: 3
row_count: 62
crit-reg2reg-launch: "valid[3]"
arrival_ns: 4.08
first_pass_iters: 6
internal-power_mw: 2.33
drc: 0
rsz0062_at_grt: "no"
die_area_um2: 29800
drt-vias-per-instance: 4.99
tightest_slew_ns: 0.829
grt_max_degree: 53
drive_gt1_share_pct: 20.2
p_sw_share_pct: 18.8
worstPathRequired_ns: 10.33
power_density_nw_per_um2: 197
setup_viol: 0
slew_viol_final: 0
path_clk_slew_ns: 0.06
htreeDepth: 2
routed_wl_mm: 20.2
fillerInstances: 2206
pre_cts_ws_ns: 5.71
grt_pass1_vias: 5793
hold_viol: 0
end_kind: "register"
finalPower_mw: 2.87
synth.avg_cell_area_um2: 25.5
vias: 5115
synthFlopType: "edfxtp_1"
edf_count: 320
grt_pass1_wl_mm: 31.3
ys_cells: 457
clock_sinks: 328
wl_per_cell_um: 19.7
diodes: 0
startpoint_type: "primary input"
io_buffers: 133
common_cells: "edfxtp_1 (320), mux4_2 (64), inv_1 (10)"
cts_resized: 0
core-area_um2: 28700
drv_cap: 0
p_seq_share_pct: 53.4
fin_crit_sh_pct: 38.8
final_cells: 1026
grt-ovfl-total: 0
reg2reg_to: "data_o[34]"
top_area_cell: "edfxtp_1"
cts_root_buf: "clkbuf_16"
top_area_share_pct: 82.4
drt_iter0_drc: 387
whs_ns: 0.531
track_usage_pct: 15.3
hold_path.class: "register to register"
slew_headroom_pct: 44.7
fp_util_pct: 40.6
worstSkewPairLatency_ns: 0.51
area_delta_synth_final_pct: 25.0
ys_seq_share_pct: 83.8
p_switching_mw: 0.541
syn_inst: 457
tns_ns: 0
setup_slack_ns: 6.24
die_w_um: 173
dp.cells: 966
dpl_cell_area_um2: 13500
critical_path.startpoint: "wr_i"
ys_ff: 328
fin_skew_ns: 0.0259
async_flop_share_pct: 0
synth.distinct_cells: 25
yosys_warnings: 1
top_cell: "edfxtp_1"
share_comb_of_total_power_pct: 4.9
r2r_cells: 4
vdd_drop_max_mv: 0.160
final_cell_area_um2: 14600
cts_tree: "done"
post-route-min-period_ns: 3.96
path_max_fanout: 43
antenna_found_initial: 0
cts_setup_buffers: 0
die_h_um: 173
r2r_setup_slack_ns: 7.70
hpwlAfterDp_mm: 11.9
cts_buffers: 34
crit_end: "data_o[34]"
power_frac_clock_pct: 41.7
p_leak_nw: 4.57
pin_count: 134
yosys_area_um2: 11700
cts-hold-fix-buffers: 0
critPathKind: "primary input to register"
antenna_left: 0
syn_area_um2: 11700
## how the worst min path moves through the flow
| stage | from | endpoint | slack, ns | depth (start not counted) |
|---|---|---|---|---|
| finish | addr_wr[1] | addr_wr[1] | 0.53 | 2 |
| CTS | addr_wr[1] | addr_wr[1] | 0.53 | 2 |
| global route | addr_wr[1] | addr_wr[1] | 0.58 | 2 |
## kinds of logic (layout without fill, tap and decap cells)
logic type / after synthesis / count (layout) / share of synthesized area [%]
AOI/OAI and AO/OA: 11 / 11 / 0.687
and+or+nand+nor: 18 / 18 / 1.07
DFF: 328 / 328 / 83.8
muxes: 66 / 66 / 12.5
buffers and inverters: 26 / 211 / 1.03
adders and majority gates: 8 / 8 / 0.859
## flip-flops by register name, indices dropped and copies added (netlist names)
signal   count
addr_rd      2
mem        256
data_o      64
addr_wr      2
valid        4
## critical path: stages
cell and delay, ns:
clkdlybuf4s50_1 0.57, a211oi_4 0.45, and2_4 0.43, buf_4 0.55
## power groups by stage
stage | Combinational, mW | Clock (mW) | Sequential (mW)
4_1_cts | 0.144 | 1.23 | 1.53
5_1_grt | 0.153 | 1.29 | 1.54
6_report | 0.140 | 1.20 | 1.53
## final cells by class
cell class | count | area (um^2) | share of cell area (%)
tap | 384 | 480 | 3.30
timing repair buffer | 141 | 1390 | 9.55
clock buffer | 44 | 952 | 6.53
sequential | 328 | 9780 | 67.1
multi-input combinational | 103 | 1780 | 12.2
clock inverter | 16 | 154 | 1.06
inverter | 10 | 40.0 | 0.275
## cell usage in the layout (no fill, tap or decap), drive strengths merged, types with 4 or more instances in the layout
master	instances
ha	8
clkbuf	44
buf	8
a21oi	4
clkdlybuf4s50	133
inv	8
nand2	6
edfxtp	320
clkinv	14
dfxtp	8
mux4	64
## routing by layer
metal | routed length, um | vias to the layer above | share of wire [%] | track usage, %
met5 | 0 | - | 0 | 0
met4 | 390 | 0 | 1.9 | 2.84
li1 | - | 2248 | - | -
met3 | 2860 | 35 | 14 | 10.3
met1 | 7390 | 2527 | 37 | 20.5
met2 | 9530 | 305 | 47 | 22.3
Power figures rest on the tool's default switching activity, not on a simulated workload.
